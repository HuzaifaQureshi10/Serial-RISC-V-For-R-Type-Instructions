<file path="flow/run.sh">
#!/bin/bash
# OpenROAD 26Q1-2900-gdf79404cd8, Yosys 0.63+post, stock flow scripts
make -C /OpenROAD-flow-scripts/flow DESIGN_CONFIG=/design/flow/config.mk WORK_HOME=/design/flow/orfs finish
</file>
<file path="flow/config.mk">
export PLATFORM = sky130hd
export DESIGN_NAME = controlUnit
export DESIGN_NICKNAME = controlUnit
export VERILOG_FILES = /design/flow/design.v
export SDC_FILE = /design/flow/constraint.sdc
export NUM_CORES = 4
export LEC_CHECK = 1
export CORE_UTILIZATION = 50
</file>
<file path="flow/constraint.sdc">
current_design controlUnit

set clk_period 5.3
set clk_io_pct 0.2

create_clock -name clk0 -period $clk_period [get_ports {clk}]

set non_clock_inputs [all_inputs -no_clocks]
set_input_delay [expr $clk_period * $clk_io_pct] -clock clk0 $non_clock_inputs
set_output_delay [expr $clk_period * $clk_io_pct] -clock clk0 [all_outputs]
</file>
<file path="flow/design.v">
module controlUnit(
    input ins,
    input wire brnch,
    input clk,
	 input reset,
	 output reg [35:0] i,         
	 output reg [31:0]insbuffer,   
    output reg [3:0]aluCont,  
    output reg rdEn,
    output reg DMwriteEn,
    output reg pcloadEn,
    output reg [1:0] rdmuxSel,   
    output reg alumux1sel,
    output reg alumux2sel,
    output reg [2:0]imm    
    );
always@(posedge clk) begin 
if (reset || i==98) begin
i <= 0;
insbuffer <= 0;
end
else begin
if(i<32) begin  
 insbuffer <= insbuffer >> 1; 
 insbuffer[31] <= ins; 
 end
else if(i == 65 ) begin  
aluCont <= {insbuffer[30], insbuffer[14:12]};
end
else if(66<i && i<97) begin  
rdEn <= 1;
end
	 i <= i+1;
end
end
endmodule
</file>
==> reports/qor.yml <==
startpoint_type: "flop"
end_kind: "flop"
cts_sinks: 72
power_leakage_nw: 1.671
placed_area_um2: 3958
wl_um: 6339
dp_hpwl_um: 4373
timing.final.hold_violations: 0
regArea_um2: 1481
synth_stat.cells: 331
cp.arrival_ns: 2.88
layout.area.comb_um2: 1608
drtIter0Drc: 86
grt_pass1_wl_um: 10250
avgRoutedWirePerCell_um: 13.12
cts_root_buf: "clkbuf_8"
drc: 0
antenna_cells: 0
cts_max_level: 3
grt_pass1_vias: 2202
gp_congestion: 0.8822
cp-startpoint: "i[31]"
grt_max_degree: 42
core_util_floorplan_pct: 53.16
power.density_nw_per_um2: 251.8
cp-endpoint: "i[4]"
die_y_um: 82.51
cts_buffer_depth: 2
area_delta_synth_final_pct: 28.88
hp-class: "reg2reg"
firstDrtPassIters: 4
portBuffers: 74
slew_headroom_pct: 57.38
num-fill-cells: 480
setup_viol: 0
finalNonFillerCells: 483
netlist-cell-type-count: 34
viasPerCell: 5.081
syn-cell-area_um2: 3241
synth_area_per_cell_um2: 9.790
drtAntennaViolNets: 0
grt_overflow: 0
ctsResizeCount: 0
final_cell_mix: "clkdlybuf4s50_1 (74), dfxtp_1 (68), nor2_1 (46)"
fin_crit_sh_pct: 50.27
seqPwrFrac_pct: 52.5
fin_tns_setup_ns: 0
tool_warnings: 29
core_um2: 6096
r2r-end: "i[4]"
dieArea_um2: 6807
ir_drop_mv: 0.2317
drive_above_1_share_pct: 14.46
grtUsageTotal_pct: 20.01
worstMarginPinSlew_ns: 0.6334
p_clk_share_pct: 45.2
critPathMaxFanout: 41
maxCapViolCount: 0
post_cts_buffers: 0
yosysChipArea_um2: 3241
timing.rr.start: "i[31]"
antenna_found_initial: 0
ys_seq_share_pct: 45.71
ios: 86
dp.cells: 467
outcome: "finished, final reports clean"
synthCells: 331
max_freq_ghz: 0.3754
numCtsBuffers: 9
min_from: "insbuffer[14]"
tritoncts: "done"
ys_ff: 72
swShare_pct: 21.47
cp.required_ns: 5.52
cts_hold_buf: 0
post-route-min-period_ns: 2.664
slew_viol_final: 0
worstSetupPathType: "reg2reg"
yosysWarningCount: 10
num_vias: 2454
rr_worst_depth: 6
stdcell_area_um2: 4177
p_switching_w: 0.0002258
clk_pin_slew_ns: 0.08
combPwrFrac_pct: 2.3
clock_latency_ns: 0.34
fp-row-count: 28
clock_skew_ns: 0.01063
lay_top_count: "clkdlybuf4s50_1"
die_w_um: 82.51
p_int_w: 0.0008258
r2r_slack_ns: 2.64
grt_setup_unrepaired: "false"
-- per-stage QoR --
stage          total power (W)  worst slack, ns  util [%]  hold slack, ns
6_report              0.001052            2.636     68.51          0.4824
5_1_grt               0.001089            2.409     68.51          0.5124
4_1_cts               0.001063            2.633     68.51          0.4857
3_5_place_dp         0.0005888            2.390     64.92          0.4769
3_3_place_gp         0.0005887            2.407     64.92          0.4821
2_1_floorplan        0.0005843            3.503         -          0.4292
-- worst min-delay path by stage --
stage | end | slack [ns] | cells past startpoint
finish | aluCont[2] | 0.48 | 0
global route | aluCont[2] | 0.51 | 0
CTS | aluCont[2] | 0.49 | 0
-- synthesized netlist by cell type --
| library cell | number | area (um2) |
|---|---|---|
| xnor2_1 | 16 | 140.1 |
| nor2_2 | 32 | 200.2 |
| nand2_1 | 14 | 52.55 |
| or4_4 | 1 | 11.26 |
| buf_4 | 13 | 97.59 |
| nor4_4 | 2 | 42.54 |
| nand3b_1 | 1 | 7.510 |
| nor4_1 | 12 | 75.07 |
| xor2_1 | 18 | 157.7 |
| nor4_2 | 2 | 25.02 |
| nor3_2 | 1 | 10.01 |
| conb_1 | 2 | 7.510 |
| a41o_1 | 1 | 10.01 |
| buf_6 | 3 | 33.78 |
| nor2_1 | 46 | 172.7 |
| nand3_2 | 1 | 10.01 |
| clkbuf_1 | 2 | 7.510 |
| and3_1 | 4 | 25.02 |
| nor4b_1 | 1 | 8.760 |
| or2_2 | 1 | 6.260 |
| buf_2 | 5 | 25.02 |
| or3_1 | 1 | 6.260 |
| inv_1 | 5 | 18.77 |
| nand4_1 | 14 | 87.58 |
| dfxtp_1 | 68 | 1361 |
| and2_1 | 2 | 12.51 |
| nand3_1 | 12 | 60.06 |
| ha_1 | 3 | 37.54 |
| nor2b_1 | 2 | 12.51 |
| edfxtp_1 | 4 | 120.1 |
| nand4_4 | 1 | 21.27 |
| nor3_1 | 6 | 30.03 |
| and4_1 | 3 | 26.28 |
| mux2i_1 | 32 | 320.3 |
-- critical path: stages (launching register included) --
cell     delay [ns]
dfxtp_1        0.35
nor4_1         0.41
nand4_1        0.27
nor2_1         0.20
a41o_2         0.60
buf_4          0.59
nor2_1         0.10
-- kinds of logic after synthesis --
logic type	Yosys count	share of synthesized area (%)
AND/OR/NAND/NOR	159	27.88
other	2	0.2317
AND-OR/OR-AND	1	0.3089
XOR/XNOR	34	9.189
buffers and inverters	28	5.637
adder cells (fa/ha/maj)	3	1.158
flip-flops	72	45.71
multiplexers	32	9.884
-- state kept, by name, summed over array words and instances (netlist names) --
name       cells
i             36
insbuffer     32
aluCont        4
-- power by group through the flow --
stage         Sequential, W  Clock [W]  Combinational (W)
CTS                0.000552   0.000487          0.0000244
global route       0.000553   0.000508          0.0000276
finish             0.000552   0.000476          0.0000238
-- cell type report --
class	count	area share, %
multi-input combinational	239	38.50
sequential	72	35.47
timing repair buffer	76	18.09
clock buffer	10	3.056
tap	75	2.247
clock inverter	6	2.187
inverter	5	0.4494
-- per-layer routing --
metal / wire length [um] / vias up / global-route usage [%] / share of wire [%]
met3: 411 / 8 / 4.682 / 6.5
met2: 2811 / 77 / 31.24 / 44
met4: 88 / 0 / 2.414 / 1.4
li1: - / 1254 / - / -
met5: 0 / - / 0 / 0
met1: 3028 / 1115 / 30.16 / 48
Power figures rest on the tool's default switching activity, not on a simulated workload.
