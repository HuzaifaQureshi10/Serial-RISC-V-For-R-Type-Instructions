==> flow/design.v <==
module programMem(
    input wire[31:0] address,
	 input clk,
	 input reset,
    output reg ins,
	 output reg [35:0] i,
	 output reg [31:0] insbuffer
);
reg[7:0] ROM[0:47];
always @(*) begin    
    ROM[0] = 8'b00101111;  
    ROM[1] = 8'b00110101;                 
    ROM[2] = 8'b00111010;                 
    ROM[3] = 8'b11111110;  
    ROM[4] = 8'b00011101; 
    ROM[5] = 8'b01010101;   		   
    ROM[6] = 8'b11111110;           
    ROM[7] = 8'b11001100;  
    ROM[8] = 8'h93; 
    ROM[9] = 8'h03; 
    ROM[10] = 8'h10; 
    ROM[11] = 8'h00; 
    ROM[12] = 8'h13; 
    ROM[13] = 8'h0E; 
    ROM[14] = 8'hE0;  
    ROM[15] = 8'h00; 
    ROM[16] = 8'h93;  
    ROM[17] = 8'h0F; 
    ROM[18] = 8'h00;  
    ROM[19] = 8'h00;  
    ROM[20] = 8'h93;   
    ROM[21] = 8'h0E; 
    ROM[22] = 8'h03; 
    ROM[23] = 8'h00;  
    ROM[24] = 8'h33;   
    ROM[25] = 8'h03; 
    ROM[26] = 8'h73; 
    ROM[27] = 8'h00;  
    ROM[28] = 8'h93;  
    ROM[29] = 8'h83; 
    ROM[30] = 8'h0E; 
    ROM[31] = 8'h00;  
    ROM[32] = 8'h93;  
    ROM[33] = 8'h0F; 
    ROM[34] = 8'h03; 
    ROM[35] = 8'h00;  
    ROM[36] = 8'h93;  
    ROM[37] = 8'h82; 
    ROM[38] = 8'h12;  
    ROM[39] = 8'h00;  
    ROM[40] = 8'hE3;  
    ROM[41] = 8'hC6; 
    ROM[42] = 8'hC2; 
    ROM[43] = 8'hFF;  
    ROM[44] = 8'h6F;  
    ROM[45] = 8'hF0; 
    ROM[46] = 8'h5F; 
    ROM[47] = 8'hFD;  
    insbuffer = {ROM[address +3], ROM[address + 2], ROM[address + 1], ROM[address]};
	 end
always@(posedge clk) begin 
if (reset || i ==98) begin 
 i <= 0;
 ins <= 0;
 end
 else begin 
if (i<32) ins <= insbuffer[i];  
i <= i +1;
end
end
endmodule
==> flow/run.sh <==
#!/bin/bash
# OpenROAD 26Q1-2900-gdf79404cd8, Yosys 0.63+post, stock flow scripts
make -C /OpenROAD-flow-scripts/flow DESIGN_CONFIG=/design/flow/config.mk WORK_HOME=/design/flow/orfs finish
==> flow/config.mk <==
export PLATFORM = sky130hd
export DESIGN_NAME = programMem
export DESIGN_NICKNAME = programMem
export VERILOG_FILES = /design/flow/design.v
export SDC_FILE = /design/flow/constraint.sdc
export NUM_CORES = 4
export LEC_CHECK = 1
export CORE_UTILIZATION = 40
==> flow/constraint.sdc <==
current_design programMem

set clk_period 6.8
set clk_io_pct 0.2

create_clock -name clk0 -period $clk_period [get_ports {clk}]

set non_clock_inputs [all_inputs -no_clocks]
set_input_delay [expr $clk_period * $clk_io_pct] -clock clk0 $non_clock_inputs
set_output_delay [expr $clk_period * $clk_io_pct] -clock clk0 [all_outputs]
==> reports/results.ini <==
[status]
outcome=finished clean

[floorplanning]
io_pins=103
coreArea_um2=12700
row_count=41
die_h_um=117
fp_util_pct=41.2
chipArea_um2=13600
die_w_um=117

[setup_path]
critical_path_class=in -> out
crit_fanout=17
crit_buf_inv=4
max_stage_delay_ns=0.60
cp.arrival_ns=4.75
crit_path_cell_trace=clkdlybuf4s50_1 > inv_1 > ha_1 > buf_4 > nor3b_1 > nand2_1 > a21boi_0 > a32oi_1 > a32oi_1 > clkdlybuf4s50_1
start_kind=primary input
crit_required_ns=5.44
endpoint_kind=primary output
critical_path.top_delay_family=buffers and inverters
slowest_stage=clkdlybuf4s50_1

[drt]
top_layer_used=met4
wire_per_inst_um=19.9
vias_per_cell=6.27
drt-met1-wl_um=9020
vias=6116
drtAntennaViolNets=0
wl_met2_um=8130
met3_length_um=1870
drc=0
drtPass1Iterations=5
drt-initial-drc-count=607
antenna_cells=0
routed_wirelength_um=19400

[pwr]
pwr-share-comb_pct=45.9
seq_power_share_pct=26.7
p_sw_w=0.000320
p_sw_share_pct=37.4
pwr-share-clk_pct=27.4
peakVddDrop_uv=99.4
pwr_density_cell_nw_per_um2=136
p_leak_nw=2.25
total_power_w=0.000857
p_int_w=0.000537

[synthesis]
yosysMostFrequentCell=nand2_1
flop_cell=dfxtp_1
yosysChipArea_um2=5250
common_cells=77 x nand2_1, 75 x nor2_1, 44 x clkbuf_1, 41 x o21ai_0, 37 x dfxtp_1
enable_flop_cells=0
syn-cell-area_um2=5250
synthArstFlopShare_pct=0
postSynthSeqShare_pct=14.1
ys.flops=37
area_leaders=dfxtp_1 14%, nand2_1 5.5%, nor2_1 5.4%, xnor2_1 4.3%, xor2_1 4.2%
avgSynthCellArea_um2=6.90
ys_types=80
ys_cells=760
yosysTopAreaCellShare_pct=14.1
syn_inst=760
yosys_warnings=2
top_area_cell=dfxtp_1

[cts]
cts_buffer_depth=2
cts_tree=yes
clkTransAtPathRegs_ns=0.05
cts-root-buf=clkbuf_16
htreeDepth=2
cts.sinks=37
cts_made_buffers=5
post_cts_buffers=0
insertion_delay_ns=0.28
postCtsHoldBufs=0
cts_resized=0

[final_timing]
rsz0062_at_grt=no
tns_ns=0
hold_violations=0
fmax_mhz=164
slew_headroom_pct=42.8
worst_slew_pin_slew_ns=0.851
fin_skew_ns=0.00718
final_max_slew_viol_count=0
fin_crit_sh_pct=89.8
post-route-min-period_ns=6.11
finalSetupViolCount=0

[global_route]
grtUsageTotal_pct=29.9
grt_max_degree=59
grt_pass1_wl_um=30800
antenna_found_initial=0
grt_pass1_vias=5516
grt_overflow=0

[run]
warning_count=62
drv_cap=0

[placement]
post-place-cells=968
numPortBuffers=76
place_hpwl_um=14000
dpl-instance-area_um2=6130
globalplace.congestion=0.966

[final_layout]
syn_to_final_growth_pct=19.8
postLayoutCoreUtil_pct=49.4
final_cells=976
drive_gt1_share_pct=9.70
design_area_um2=6280

[min_path]
hold_path.class=reg -> reg

[cells in the final DEF, fill, tap and decap left out, types with 5 or more instances in the layout]
cell | Yosys | final
nand3_1 | 36 | 36
o2111ai_1 | 5 | 5
a2111oi_0 | 5 | 5
xnor2_1 | 26 | 26
a211oi_1 | 22 | 22
o22ai_1 | 7 | 7
o211ai_1 | 17 | 17
nor3b_1 | 5 | 5
clkdlybuf4s50_1 | 0 | 74
mux2i_1 | 10 | 10
and3_1 | 15 | 15
a311o_1 | 5 | 5
a21oi_1 | 34 | 34
inv_1 | 15 | 15
xor2_1 | 25 | 25
a21o_1 | 5 | 5
nand2_1 | 77 | 77
o221ai_1 | 7 | 7
nand3b_1 | 7 | 7
or2_2 | 6 | 6
a31oi_1 | 21 | 21
nor3_1 | 18 | 18
nor2_1 | 75 | 75
o311ai_0 | 5 | 5
buf_4 | 4 | 38
nand4_1 | 12 | 12
or3_1 | 6 | 6
o21ai_0 | 41 | 41
nand2b_1 | 11 | 11
nor2b_1 | 9 | 9
clkbuf_16 | 0 | 5
a311oi_1 | 5 | 5
dfxtp_1 | 37 | 37
ha_1 | 14 | 14
and2_1 | 5 | 5
nor4_1 | 8 | 8
[cell families (layout without fill, tap and decap cells)]
| logic type | Yosys count | in the layout | synth area share (%) |
|---|---|---|---|
| adder cells (fa/ha/maj) | 14 | 14 | 3.34 |
| multiplexers | 13 | 13 | 2.98 |
| XOR/XNOR | 52 | 52 | 8.83 |
| flip-flops | 37 | 37 | 14.1 |
| AND-OR/OR-AND | 240 | 240 | 32.9 |
| AND/OR/NAND/NOR | 309 | 309 | 29.7 |
| buffers and inverters | 95 | 139 | 8.21 |
[power by group through the flow]
stage	sequential [W]	clock [W]	combinational (W)
after global routing	0.000229	0.000250	0.000427
after CTS	0.000228	0.000240	0.000386
final	0.000229	0.000235	0.000393
[worst min-delay path, cell delays in order, from the launching register on]
cell and delay, ns:
dfxtp_1 0.34, o21ai_0 0.08, a21oi_1 0.06
[final timing paths]
check        slack [ns]  cells past startpoint             start          endpoint
max reg2reg        3.54                      8   i[1]$_SDFF_PP0_  i[33]$_SDFF_PP0_
min                0.53                      2  i[33]$_SDFF_PP0_  i[33]$_SDFF_PP0_
min reg2reg        0.53                      2  i[33]$_SDFF_PP0_  i[33]$_SDFF_PP0_
max                0.69                     10        address[1]     insbuffer[31]
[cell type report]
class | count | area, µm²
fillers | 1299 | 6440
multi-input cells | 628 | 4070
repair buffers | 114 | 1040
flip-flops and latches | 37 | 741
well taps | 172 | 215
clock buffers | 6 | 139
inverters | 17 | 63.8
clock inverters | 2 | 13.8
[registers in the layout (all words and copies together), names as in the netlist]
signal	flops
ins	1
i	36
[routing by layer]
layer,vias up,global-route usage (%)
met5,-,0
met4,0,6.24
met3,35,5.55
met2,289,42.8
met1,2871,46.5
li1,2921,-
[through the flow]
step | hold WS [ns] | worst slack, ns
floorplan | 0.464 | 1.82
global placement | 0.516 | 0.734
detailed placement | 0.519 | 0.675
CTS | 0.528 | 0.696
global route | 0.570 | 0.461
finish | 0.529 | 0.695
Power and IR drop assume default switching activity.
