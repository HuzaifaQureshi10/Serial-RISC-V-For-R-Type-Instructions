==> /design/flow/design.v <==
module pc(
    input clk,
    input reset,
    input enl,  
    input wire[31:0] load,       
    output reg[31:0] count,
	 output reg [35:0] i    
);
always @(posedge clk ) begin
    if(reset) begin 
	 count <= 0;
	 i <= 0;
	 end
	 else if(i==98) begin 
	 count <= count + 4;
	 i <= 0;
	 end
	 else begin 
	 if(enl) begin
	 count <= load;
	 end
	i <= i+1;
end
end
endmodule
==> /design/flow/run.sh <==
#!/bin/bash
# OpenROAD 26Q1-2900-gdf79404cd8, Yosys 0.63+post, stock flow scripts
make -C /OpenROAD-flow-scripts/flow DESIGN_CONFIG=/design/flow/config.mk WORK_HOME=/design/flow/orfs finish
==> /design/flow/config.mk <==
export PLATFORM = sky130hd
export DESIGN_NAME = pc
export DESIGN_NICKNAME = pc
export VERILOG_FILES = /design/flow/design.v
export SDC_FILE = /design/flow/constraint.sdc
export NUM_CORES = 4
export LEC_CHECK = 1
export CORE_UTILIZATION = 40
==> /design/flow/constraint.sdc <==
current_design pc

set clk_period 5.5
set clk_io_pct 0.2

create_clock -name clk0 -period $clk_period [get_ports {clk}]

set non_clock_inputs [all_inputs -no_clocks]
set_input_delay [expr $clk_period * $clk_io_pct] -clock clk0 $non_clock_inputs
set_output_delay [expr $clk_period * $clk_io_pct] -clock clk0 [all_outputs]
==> impl_metrics.csv <==
group,metric,value,unit
worst_setup_path,cp.depth,6,
placement,gp_congestion,0.8408,
worst_setup_path,startpoint,"enl",
sta,whs,0.4603,ns
sta,rsz0062_at_grt,"no",
worst_setup_path,rr_worst_depth,6,
route,vias,4038,
sta,fmax,0.3280,GHz
global_routing,grt-ovfl-total,0,
cells_and_area,seq_area,1361,um2
global_routing,grt_pass1_vias,3751,
placement,placed_cell_area,4992,um2
cells_and_area,drive_gt1_share,6.154,%
worst_setup_path,cp.required,5.77,ns
worst_setup_path,path_buffers,3,
clock_tree,numCtsBuffers,9,
sta,setup_tns,0,ns
synthesis,seq_area_frac_synth,35.42,%
cells_and_area,fin_area,5233,um2
worst_setup_path,r2r_slack,2.51,ns
sta,hold_violations,0,
worst_setup_path,endpoint,"count[6]",
clock_tree,clock_path_buffers,2,
synthesis,ys_area,3844,um2
synthesis,synthesis.area,3844,um2
power_and_ir_drop,leakagePower,1.751,nW
placement,dp.cells,698,
clock_tree,clock_latency,0.35,ns
clock_tree,cts_setup_buffers,0,
route,drt_iter0_markers,163,
synthesis,synth_warnings,1,
worst_setup_path,crit_path_start_kind,"input pin",
cells_and_area,comb_area,2328,um2
clock_tree,cts_htree_levels,3,
cells_and_area,syn_to_final_growth,36.13,%
clock_tree,post_cts_resized,0,
sta,setup_ws,2.452,ns
power_and_ir_drop,ir_worst_vdd,0.1600,mV
clock_tree,cts.sinks,68,
die,chipArea,10010,um2
cells_and_area,final_cells,714,
cells_and_area,fill_cells,862,
route,drc_errors,0,
sta,fin_crit,3.048,ns
worst_setup_path,critPathKind,"in -> reg",
synthesis,yosys_cells,483,
global_routing,grt_usage,23.92,%
route,antenna_cells,0,
route,firstDrtPassIters,4,
placement,dpl.hpwl,7897,um
worst_setup_path,worstPathCellList,"clkdlybuf4s50_1 > inv_1 > a31oi_1 > buf_4 > a22oi_1 > a21oi_1",
hold_path,hold_class,"reg -> reg",
die,pin_count,103,
sta,worst_pin_slew,0.8892,ns
power_and_ir_drop,switching_power,269.6,uW
synthesis,syn_inst,483,
die,core,9284,um2
route,wl_per_cell,16.06,um
worst_setup_path,r2r_end,"count[17]",
die,die_w,100.0,um
sta,fin_crit_sh,55.43,%
flow_run,maxCapViolCount,0,
clock_tree,clk_pin_slew_worst_paths,0.07,ns
worst_setup_path,worstPathMaxFanout,16,
power_and_ir_drop,power_frac_clock,43.8,%
power_and_ir_drop,switching_share,23.49,%
sta,max_slew_margin,40.60,%
sta,setup_viol,0,
route,ant_nets,0,
worst_setup_path,slowest_delay,0.96,ns
synthesis,ys_seq_elements,68,
sta,fin_skew,0.01076,ns
sta,slew_viol_final,0,
clock_tree,holdBufCountCts,0,
clock_tree,cts-root-buf,"clkbuf_8",
global_routing,grt_pass1_wl,18910,um
power_and_ir_drop,p_int,878.0,uW
worst_setup_path,critical_path.slowest_cell,"clkdlybuf4s50_1",
global_routing,antenna_found_initial,0,
synthesis,synth_cell_types,50,
flow_run,warnings,26,
placement,numPortBuffers,102,
status,status,"completed",
die,fp.dieH,100.0,um
worst_setup_path,r2r_start,"i[1]",
placement,pre_cts_ws,2.098,ns
worst_setup_path,end_kind,"flop",
worst_setup_path,crit_arrival,3.32,ns
power_and_ir_drop,p_comb_share,9.9,%
synthesis,ys_async_sr_fraction,0,%
synthesis,avgSynthCellArea,7.958,um2
power_and_ir_drop,p_seq_share,46.2,%
route,wl,11470,um
die,fp_util,41.40,%
route,vias_per_cell,5.655,
synthesis,synthFlopType,"dfxtp_1",
die,row_count,35,
global_routing,grt_max_degree,58,
synthesis,synth-edff-count,0,
clock_tree,cts_tree,"done",
power_and_ir_drop,powerDensity,219.3,nW/um2
worst_setup_path,crit_family,"buffers and inverters",
through the flow:
step                util, %  power [mW]
floorplan                 -      0.5837
global placement      53.77      0.6552
detailed placement    53.77      0.6560
CTS                   56.36       1.159
global route          56.36       1.198
finish                56.36       1.148
worst reg2reg max path, stage by stage, from the launching register on:
cell and delay [ns]:
dfxtp_1 0.41, ha_1 0.22, nor4b_1 0.64, nand4_1 0.58
o31ai_4 0.67, nor3b_1 0.13, a211o_1 0.24
state kept, by name (all words and copies together) (netlist names):
name / count
i: 36
count: 32
cells in the mapped netlist, drive strengths merged, types with 4 or more instances:
| cell | n | area share [%] |
|---|---|---|
| a211o | 7 | 1.6 |
| a21oi | 16 | 2.1 |
| a31oi | 12 | 2.0 |
| and2 | 4 | 0.65 |
| and3 | 7 | 1.1 |
| and4 | 8 | 1.8 |
| buf | 9 | 1.2 |
| clkbuf | 17 | 1.7 |
| dfxtp | 68 | 35 |
| inv | 12 | 1.2 |
| nand2 | 42 | 4.1 |
| nand2b | 4 | 0.65 |
| nand3 | 42 | 5.5 |
| nand3b | 4 | 0.78 |
| nand4 | 29 | 4.7 |
| nand4b | 8 | 1.8 |
| nor2 | 52 | 5.1 |
| nor2b | 5 | 0.81 |
| nor3 | 7 | 1.3 |
| nor3b | 4 | 0.78 |
| nor4 | 24 | 4.4 |
| nor4b | 4 | 0.91 |
| o21ai | 16 | 2.1 |
| or3 | 6 | 0.98 |
| or4 | 17 | 3.5 |
| xnor2 | 10 | 2.3 |
| xor2 | 23 | 5.2 |
cell usage in the layout (no fill, tap or decap), drive strengths merged, types with 3 or more instances in the layout:
| cell | count |
|---|---|
| clkdlybuf4s50 | 102 |
| nor2b | 5 |
| buf | 10 |
| a31oi | 12 |
| clkbuf | 10 |
| and3 | 7 |
| inv | 12 |
| a21oi | 16 |
| clkinv | 3 |
| or3 | 6 |
| nor4b | 4 |
| nand3b | 4 |
| nand2 | 42 |
| dfxtp | 68 |
| o311ai | 3 |
| nand4b | 8 |
| nand4 | 29 |
| or4 | 17 |
| nor3 | 7 |
| nor3b | 4 |
| nand3 | 42 |
| and2 | 4 |
| nand2b | 4 |
| a211o | 7 |
| and4 | 8 |
| a22oi | 3 |
| bufinv | 3 |
| xnor2 | 10 |
| ha | 3 |
| o21ai | 16 |
| xor2 | 23 |
| nor4 | 24 |
| nor2 | 52 |
area by class of cell:
| cell class | count | area share, % |
|---|---|---|
| Clock inverter | 6 | 2.152 |
| Multi-Input combinational cell | 377 | 44.50 |
| Timing Repair Buffer | 112 | 20.95 |
| Sequential cell | 68 | 26.02 |
| Tap cell | 129 | 3.085 |
| Inverter | 12 | 0.8608 |
| Clock buffer | 10 | 2.439 |
worst min-delay path by stage:
stage | startpoint | end | slack [ns] | cells past startpoint
finish | count[1] | count[1] | 0.46 | 2
global route | count[1] | count[1] | 0.49 | 2
CTS | count[1] | count[1] | 0.46 | 2
cells by family (layout without fill, tap and decap cells):
group / count (synthesis) / count (layout) / share of synthesized area, %
AOI/OAI and AO/OA: 71 / 71 / 12.47
xor gates and xnor gates: 33 / 33 / 7.519
adders and majority gates: 3 / 3 / 0.9767
buffers and inverters: 38 / 140 / 4.004
DFF: 68 / 68 / 35.42
muxes: 2 / 2 / 0.5209
and+or+nand+nor: 268 / 268 / 39.10
power by group through the flow:
stage / registers [mW] / logic (mW) / clock network [mW]
CTS: 0.530 / 0.115 / 0.514
finish: 0.530 / 0.114 / 0.503
global route: 0.534 / 0.125 / 0.539
per-layer routing:
metal / GRT usage, % / wire, um / up-vias
met2: 38.30 / 5216 / 121
li1: - / - / 2008
met5: 0 / 0 / -
met1: 35.35 / 5460 / 1892
met3: 4.037 / 596 / 17
met4: 4.125 / 197 / 0
No activity file was given, so power comes from the tool's default toggle rates.
